### flow/design.v
module one_bit_fulladder(S, cout, A, B, cin);
    input A, B, cin;
    output S, cout;
    assign {cout, S} = A + B + cin;
endmodule
module four_bit_fulladder(S, C4, A, B, C0);
    input [3:0] A, B;
    input C0;
    output [3:0] S;
    output C4;
    one_bit_fulladder a0(.S(S[0]), .A(A[0]), .B(B[0]), .cin(C0), .cout(C1));
    one_bit_fulladder a1(.S(S[1]), .A(A[1]), .B(B[1]), .cin(C1), .cout(C2));
    one_bit_fulladder a2(.S(S[2]), .A(A[2]), .B(B[2]), .cin(C2), .cout(C3));
    one_bit_fulladder a3(.S(S[3]), .A(A[3]), .B(B[3]), .cin(C3), .cout(C4));
endmodule
### flow/run.sh
#!/bin/bash
# OpenROAD 26Q1-2900-gdf79404cd8, Yosys 0.63+post, stock flow scripts
make -C /OpenROAD-flow-scripts/flow DESIGN_CONFIG=/design/flow/config.mk WORK_HOME=/design/flow/orfs finish
### flow/config.mk
export PLATFORM = sky130hd
export DESIGN_NAME = four_bit_fulladder
export DESIGN_NICKNAME = four_bit_fulladder
export VERILOG_FILES = /design/flow/design.v
export SDC_FILE = /design/flow/constraint.sdc
export NUM_CORES = 4
export LEC_CHECK = 1
export CORE_AREA = 10 10 70 70
export DIE_AREA = 0 0 80 80
### flow/constraint.sdc
current_design four_bit_fulladder

set clk_period 3.7
set clk_io_pct 0.2

create_clock -name clk0 -period $clk_period

set non_clock_inputs [all_inputs -no_clocks]
set_input_delay [expr $clk_period * $clk_io_pct] -clock clk0 $non_clock_inputs
set_output_delay [expr $clk_period * $clk_io_pct] -clock clk0 [all_outputs]
==> out/results.ini <==
[final_layout]
regArea_um2 = 0
area_growth_pct = 115
post-route-util = 0.0930
flop-count = 0
drive_gt1_frac = 0.286
n_fill_cell = 402
clock_buffers = 0
logic_area_um2 = 87.6

[place]
port-buffer-count = 14
globalplace.congestion = 0.789
detailed_place_hpwl_um = 382

[run_status]
run_status = completed

[drt]
via_per_inst = 1.62
drt_iter0_drc = 1
wl_per_cell_um = 5.16
diodes = 0
dr.pass1.iters = 2
drt_wl_total_um = 382
antenna_left = 0
vias = 120
drc = 0

[worst_setup_path]
startpoint_type = input pin
cp_top_family = adder cells
slowest_stage = clkdlybuf4s50_1
worst-path-max-fanout = 1
cpPeakStageDelay_ps = 460
required_ps = 2960
path_class = in -> out
path_cells = dlygate4sd2_1, inv_2, fa_2, inv_2, fa_2, fa_2, inv_2, fa_1, inv_1, clkdlybuf4s50_1
critPathArrivalTime_ps = 2760
crit_path_end_kind = primary output
crit_buf_inv = 6

[sta]
maxSlewViolCount = 0
hold_viol_final = 0
hold_slack_ps = 2340
max_freq_ghz = 0.285
worst_pin_slew_ps = 97.0
fin_tns_setup_ps = 0
layout_min_cycle_time_ps = 3500
setup-violations-final = 0
fin_crit_sh = 0.947
rsz0062_at_grt = false
slew_headroom = 0.935

[pwr]
p_per_area_mw_per_mm2 = 117
max-vdd-ir-drop_uv = 26.7
power_leakage_nw = 0.135

[floorplanning]
die_x_um = 80
io_pins = 14
floorplan.core_util = 0.0432
core-area_mm2 = 0.00342
die-area_mm2 = 0.00640
row_count = 21
die_h_um = 80

[global_routing]
grt_max_degree = 2
grt.total_usage = 0.0118
grt_pass1_wl_um = 586
grt_pass1_vias = 122
overflow = 0
antenna_found_initial = 0

[logic_synthesis]
synth_area_um2 = 148
top_cells_by_count = 10 x inv_1, 4 x buf_4, 4 x fa_1
ys_cells = 18
yosys_area_um2 = 148
netlist.area_leader.share = 0.542
yosys_warnings = 3
syn_area_per_cell_um2 = 8.20
synthCells = 18
yosysMostFrequentCell = inv_1
netlist.top_cell.by_area = fa_1
ys_seq_frac = 0
area_leaders = fa_1 54%, inv_1 25%, buf_4 20%
synth.distinct_cells = 3

[job]
log.warning_count = 32
cap_viol_max_count = 0

[clocking]
cts_setup_buffers = 0

[worst_hold_path]
hold_class = in -> out

cells in the final DEF (no fill, tap or decap), drive strengths merged:
master         count
clkdlybuf4s50     10
dlygate4sd2        4
fa                 4
inv               10
cell type report:
type | count | area share
repair buffers | 14 | 0.425
well taps | 46 | 0.181
multi-input cells | 4 | 0.276
inverters | 10 | 0.118
cell families (layout without fill, tap and decap cells):
| group | count (synthesis) | after routing | synth area share |
|---|---|---|---|
| adder cells (fa/ha/maj) | 4 | 4 | 0.542 |
| buffers and inverters | 14 | 24 | 0.458 |
metal layers:
| layer | share of wire | GRT usage | up-vias | routed length, um |
|---|---|---|---|---|
| met4 | 0 | 0 | 0 | 0 |
| met5 | 0 | 0 | - | 0 |
| met3 | 0.31 | 0.0114 | 0 | 118 |
| met2 | 0.15 | 0.00883 | 14 | 58 |
| li1 | - | - | 60 | - |
| met1 | 0.53 | 0.0201 | 46 | 204 |
report_power, final:
group	internal, mW	leakage, nW	switching, mW
Combinational	0.0260	0.135	0.0113
Sequential	0	0	0
Clock	0	0	0
Total	0.0260	0.135	0.0113
final timing paths:
kind | cells past startpoint | endpoint | start
setup / recovery | 10 | C4 | C0
hold / removal | 5 | S[3] | B[3]
through the flow:
stage / std cells / worst slack (ps) / total power [mW] / cell area (um2)
3_3_place_gp: 74 / -241 / 0.0390 / 315
2_1_floorplan: 18 / 643 / 0.0185 / 148
3_5_place_dp: 74 / -251 / 0.0389 / 315
4_1_cts: 74 / 159 / 0.0387 / 318
5_1_grt: 74 / 103 / 0.0428 / 318
6_report: 74 / 195 / 0.0373 / 318
timing repair:
item / CTS / global route
resized: 12 / 0
setup endpoints to repair: 2 / 0
hold buffers: 0 / 0
Power is estimated from default activity; no workload was simulated.
